### flow/run.sh
#!/bin/bash
# OpenROAD 26Q1-2900-gdf79404cd8, Yosys 0.63+post, stock flow scripts
make -C /OpenROAD-flow-scripts/flow DESIGN_CONFIG=/design/flow/config.mk WORK_HOME=/design/flow/orfs finish
### flow/config.mk
export PLATFORM = sky130hd
export DESIGN_NAME = digital_lock
export DESIGN_NICKNAME = digital_lock
export VERILOG_FILES = /design/flow/design.v
export SDC_FILE = /design/flow/constraint.sdc
export NUM_CORES = 4
export LEC_CHECK = 1
export CORE_AREA = 10 10 92 92
export DIE_AREA = 0 0 102 102
### flow/constraint.sdc
current_design digital_lock

set clk_period 2.5
set clk_io_pct 0.2

create_clock -name clk0 -period $clk_period [get_ports {clk}]

set non_clock_inputs [all_inputs -no_clocks]
set_input_delay [expr $clk_period * $clk_io_pct] -clock clk0 $non_clock_inputs
set_output_delay [expr $clk_period * $clk_io_pct] -clock clk0 [all_outputs]
### flow/design.v
`timescale 1ns / 1ps
module digital_lock(
    input clk,
    input rst,
    input [15:0] password,
    input [3:0] re_enter,
    input [7:0] exit,
    input is_a_key_pressed,
    input [3:0] btn,
    output [3:0] led,
    output [2:0] rgb
  );
  typedef enum {reset, lock, s1, s2, s3, unlock, w1, w2, w3, alarm, a1, r1, r2, r3} state_type;
  state_type state_reg, state_next;
  logic [3:0] led_reg;
  logic [2:0] rgb_reg;
  always_ff @ (posedge clk or posedge rst)
  begin
    if (rst == 1)
    begin
      state_reg <= reset;
    end
    else
    begin
      state_reg <= state_next;
    end  
  end  
  always_ff @ (posedge clk)
  begin
    if (state_reg == reset)
    begin
      state_next = lock;
    end
    else if (is_a_key_pressed)
    begin
      case (state_reg)
        lock :
        begin
          if (btn == password[15:12])
          begin
            state_next = s1;
          end
          else if (btn == re_enter)
          begin
            state_next = r1;
          end
          else
          begin
            state_next = w1;
          end
        end  
        s1 :
        begin
          if (btn == password[11:8])
          begin
            state_next = s2;
          end
          else if (btn == re_enter)
          begin
            state_next = r2;
          end
          else
          begin
            state_next = w2;
          end
        end  
        s2 :
        begin
          if (btn == password[7:4])
          begin
            state_next = s3;
          end
          else
          begin
            state_next = w3;
          end
        end  
        s3 :
        begin
          if (btn == password[3:0])
          begin
            state_next = unlock;
          end
          else if (btn == re_enter)
          begin
            state_next = reset;
          end
          else
          begin
            state_next = alarm;
          end
        end  
        unlock :
        begin
          if (btn != 4'b0000)
          begin
            state_next = lock;
          end
        end  
        w1 :
        begin
          if (btn == re_enter)
          begin
            state_next = r2;
          end
          else
          begin
            state_next = w2;
          end
        end  
        w2 :
        begin
          if (btn == re_enter)
          begin
            state_next = r3;
          end
          else
          begin
            state_next = w3;
          end
        end  
        w3 :
        begin
          if (btn != 4'b0000)
          begin
            state_next = alarm;
          end
        end  
        alarm :
        begin
          if (btn == exit[7:4])
          begin
            state_next = a1;
          end
          else
          begin
            state_next = alarm;
          end
        end  
        a1 :
        begin
          if (btn == exit[3:0])
          begin
            state_next = reset;
          end
          else
          begin
            state_next = alarm;
          end
        end  
        r1 :
        begin
          if (btn == re_enter)
          begin
            state_next = reset;
          end
          else
          begin
            state_next = w2;
          end
        end  
        r2 :
        begin
          if (btn == re_enter)
          begin
            state_next = reset;
          end
          else
          begin
            state_next = w3;
          end
        end  
        r3 :
        begin
          if (btn == re_enter)
          begin
            state_next = reset;
          end
          else
          begin
            state_next = alarm;
          end
        end  
        default:
          state_next = reset;
      endcase
    end
    else
    begin
      state_next = state_next;
    end
  end  
  always_comb
  begin
    case (state_reg)
      reset :
      begin
        led_reg = 4'b0000;
        rgb_reg = 3'b000;
      end  
      lock :
      begin
        led_reg = 4'b0000;
        rgb_reg = 3'b000;
      end  
      s1 :
      begin
        led_reg = 4'b1000;
        rgb_reg = 3'b000;
      end  
      s2 :
      begin
        led_reg = 4'b1100;
        rgb_reg = 3'b000;
      end  
      s3 :
      begin
        led_reg = 4'b1110;
        rgb_reg = 3'b000;
      end  
      unlock :
      begin
        led_reg = 4'b1111;
        rgb_reg = 3'b010;
      end  
      w1 :
      begin
        led_reg = 4'b1000;
        rgb_reg = 3'b000;
      end  
      w2 :
      begin
        led_reg = 4'b1100;
        rgb_reg = 3'b000;
      end  
      w3 :
      begin
        led_reg = 4'b1110;
        rgb_reg = 3'b000;
      end  
      alarm :
      begin
        led_reg = 4'b0101;
        rgb_reg = 3'b001;
      end  
      a1 :
      begin
        led_reg = 4'b0101;
        rgb_reg = 3'b001;
      end  
      r1 :
      begin
        led_reg = 4'b1000;
        rgb_reg = 3'b000;
      end  
      r2 :
      begin
        led_reg = 4'b1100;
        rgb_reg = 3'b000;
      end  
      r3 :
      begin
        led_reg = 4'b1110;
        rgb_reg = 3'b000;
      end  
      default:
      begin
        led_reg = 4'b0000;
        rgb_reg = 3'b000;
      end
    endcase
  end  
  assign led = led_reg;
  assign rgb = rgb_reg;
endmodule
==> notes.md <==
flow finished, numbers: status finished clean, Synth area leaders xor2_1 14%, dfrtp_1 8.3%, dfxtp_1 6.6%, Vias per Instance 4.42, fin cells 267, combinational share of power 66.4%, Overflow after GRT 0, Yosys warning count 1, layout cells sized above 1 16.3%, H-tree Lvls 1, Clock Sinks 8, Post-synth ARST share 50.0%, RePlAce Congestion 0.885, max cap viols 0, Syn Area/Cell 8.34 um2, routed via count 1180, met2 WL 1340 um, Seq share, synth 14.9%, YS chip area 1210 um2, post-synth top area cell xor2_1, final setup TNS 0 ps, die height 102 um, total CTS buffers 3, min setup slack post-route 115 ps, Final Setup Violations 0, Critical Path End Type output pin, Top Layer Used met4, kind of critical path flip-flop to output pin, Inserted Diodes 0, core footprint 6460 um2, Power Dens Cells 616 nW/um2, CP max FO 6, Top Layout Cells 40 x clkdlybuf4s50_1, 20 x xor2_1, 12 x buf_4, 9 x nor2_1, Cells after DPL 264, Sw Ratio 39.4%, crit path time final 2380 ps, GR Util All Layers 6.36%, worst skew pair latency 220 ps, yosys stat cell total 145, Worst Path Arrival 1880 ps, Initial DRT Pass Iterations 4, post-DR wirelength/cell 12.5 um, endpoints failing hold 0, Post-synth regs 8, Die ar. 10400 um2, Max VDD drop 167 uV, min-delay worst type flip-flop to flip-flop, fp_density 18.7%, Tot Pwr 0.00110 W, power share of the sequential group 19.9%, Max Buffers Root-to-Sink 2, Post-CTS Setup Inserts 0, hold_ws 342 ps, Dominant Register Cell dfxtp_1, fin crit share 95.4%, P&R area growth vs syn 47.3%, FILL cells 704, width of the die 102 um, CTS tree yes, count of library flops with an enable pin 0, CP required 2000 ps, Antenna Nets Post-Route 0, vias in the first global route 1206, Commonest Layout Cell clkdlybuf4s50_1, Met3 Routed Length 331 um, startpoint types flip-flop, Max Freq 419 MHz, tool warnings 29, drc violations 0, placement row count 29, PortBufs 40, first-pass GRT wire length 5620 um, static leakage 0.720 nW, RSZ-0062 raised after global routing false, synthesized cell area 1210 um2, clk slew on worst S/H paths 40 ps, Pins Over Slew Limit 0, largest net degree at the start of global routing 19, HPWL after detailed placement 2840 um, Yosys cell types 49, clock share of power 13.7%, pre-CTS WS 60.7 ps, post-synth top area share 14.5%, WL met1 1640 um, Ports 42, cells resized by post-CTS repair 0, hold buffers post-CTS 0, root buf cell clkbuf_8, worst-margin pin slew 555 ps, Post-Synthesis Cells 145, Clock Skew 0.233 ps, Iter 0 DRT Violations 80, internal power 0.000665 W, number of antenna violations at the first check in global routing 0, setup slack, reg-to-reg 400 ps, Switch Pwr 0.000432 W, Routed Wire Length 3350 um, Slew headroom 62.5%
==> power groups by stage <==
stage / Combinational, W / Sequential (W) / Clock, W
finish: 0.000729 / 0.000219 / 0.000150
global route: 0.000811 / 0.000226 / 0.000161
CTS: 0.000730 / 0.000219 / 0.000155
==> path summary, 6_finish.rpt <==
check / startpoint / end / cells past startpoint
min: state_next[1] / state_reg[1] / 0
max reg2reg: state_reg[1] / state_next[0] / 7
max in group asynchronous: rst / state_reg[0] / 2
min reg2reg: state_next[1] / state_reg[1] / 0
max: state_reg[1] / led[0] / 5
min in group asynchronous: rst / state_reg[3] / 2
==> worst max-delay path, cell delays in order (launching register included) <==
cell,delay (ps)
dfrtp_1,380
inv_1,110
ha_1,220
and3b_1,260
or2_2,290
clkdlybuf4s50_1,410
==> cell families after synthesis <==
group / share of synthesized area (%)
simple gates: 22.0
flops: 14.9
compound gates: 23.5
mux: 0.931
fa+ha+maj: 5.17
other cells: 0.310
buf+inv: 10.4
xor+xnor: 22.8
==> area by class of cell <==
type                       count  area (um2)  area share, %
tap                           77        96.3           5.41
multi-input combinational    117         903           50.7
inverter                       8        30.0           1.69
sequential                     8         180           10.1
timing repair buffer          54         531           29.8
clock buffer                   3        41.3           2.32
==> metal layers <==
layer,global-route usage [%],vias up
met5,0,-
met2,9.43,46
met1,8.93,521
li1,-,611
met4,0.976,0
met3,2.11,2
==> per-stage QoR <==
stage,instance area (um2),utilization [%]
floorplan,1210,-
global placement,1740,26.9
detailed placement,1740,26.9
CTS,1780,27.6
global route,1780,27.6
finish,1780,27.6
==> cell usage after synthesis, types with 3 or more instances <==
library cell,n
xor2_1,20
nor2_1,9
a21oi_1,8
inv_1,8
nand2_1,7
buf_6,5
ha_1,5
nor2b_1,5
o21ai_0,5
dfrtp_1,4
dfxtp_1,4
nand2b_1,4
o221ai_1,4
o41ai_1,4
xnor2_1,4
xnor2_2,4
buf_4,3
Power and IR drop assume default switching activity.
