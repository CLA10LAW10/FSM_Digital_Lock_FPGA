==> /design/flow/constraint.sdc <==
current_design pulse_gen

set clk_period 4.1
set clk_io_pct 0.2

create_clock -name clk0 -period $clk_period [get_ports {clk}]

set non_clock_inputs [all_inputs -no_clocks]
set_input_delay [expr $clk_period * $clk_io_pct] -clock clk0 $non_clock_inputs
set_output_delay [expr $clk_period * $clk_io_pct] -clock clk0 [all_outputs]
==> /design/flow/design.v <==
`timescale 1ns / 1ps
module pulse_gen(
    input clk,
    input rst,
    output pulse
);
logic [23:0] counter;  
logic pulse_reg;
always_ff @(posedge clk, posedge rst) begin
    if (rst == 1) begin
        counter <= 0;
        pulse_reg <= 0;
    end
    else begin
        counter <= counter + 1;
        if (counter == 0) begin
            pulse_reg <= 1;
        end
        else begin
            pulse_reg <= 0;
        end
    end
end
assign pulse = pulse_reg;
endmodule
==> /design/flow/run.sh <==
#!/bin/bash
# OpenROAD 26Q1-2900-gdf79404cd8, Yosys 0.63+post, stock flow scripts
make -C /OpenROAD-flow-scripts/flow DESIGN_CONFIG=/design/flow/config.mk WORK_HOME=/design/flow/orfs finish
==> /design/flow/config.mk <==
export PLATFORM = sky130hd
export DESIGN_NAME = pulse_gen
export DESIGN_NICKNAME = pulse_gen
export VERILOG_FILES = /design/flow/design.v
export SDC_FILE = /design/flow/constraint.sdc
export NUM_CORES = 4
export LEC_CHECK = 1
export CORE_AREA = 10 10 101 101
export DIE_AREA = 0 0 111 111
==> job_summary.md <==
### Metrics collected by this job

| Metric | Value |
|---|---|
| Vias after detailed routing | `698` |
| Tally of OpenROAD warnings | `26` |
| YS warnings | `1` |
| Cell Area, Synth | `1130 um^2` |
| Crit path arrival time | `2.07 ns` |
| Startpoint Class | `register` |
| Met2 Resource Use GR | `4.36%` |
| Reg2reg start | `counter[1]` |
| Global router's overall resource usage | `2.70%` |
| Die x size | `111 um` |
| Placed instance count | `206` |
| Hold Worst Slack | `0.479 ns` |
| Final period utilization | `46.9%` |
| Post-route DRC violation count | `0` |
| Init Core Util | `13.8%` |
| DP Wirelength | `1270 um` |
| Largest net degree at the start of global routing | `26` |
| I/O pin count | `3` |
| Placed inst area | `1280 um^2` |
| Max Slew Vio Count | `0` |
| Core area | `8130 um^2` |
| Clock Sinks | `25` |
| Die Y | `111 um` |
| Slew @ Worst Pin | `0.806 ns` |
| Crit-path max cell delay | `0.66 ns` |
| Reg2Reg Setup Slack | `2.18 ns` |
| PwrDens | `295 nW/um^2` |
| Cells along the critical path | `ha_1 > nand3_1 > nor3_1 > nand4_1 > xnor2_1` |
| Cell Rows | `33` |
| PnR worst setup slack | `2.18 ns` |
| Fin util | `16.4%` |
| Synthesized area per cell | `11.5 um^2` |
| Switch share | `19.1%` |
| Post-CTS sizing | `0` |
| MI comb area | `482 um^2` |
| DR WL/cell | `8.40 um` |
| Logic pwr share | `1.6%` |
| Status | `complete, no violations` |
| Tot Pwr | `0.392 mW` |
| Slew HR | `45.9%` |
| Worst hold endpoint | `counter[23]` |
| CTS tree | `yes` |
| Grt total ovfl | `0` |
| Clock slew at reported path FFs | `0.08 ns` |
| Crit Path Max Fanout | `7` |
| Final Setup Violations | `0` |
| Clock latency on the worst-skew pair | `0.26 ns` |
| Setup bufs post-CTS | `0` |
| Leakage | `0.556 nW` |
| Max clock buf depth | `2` |
| Cts hold-fix bufs | `0` |
| Internal power | `0.317 mW` |
| Mapped Cells | `98` |
| Iteration tally of the first detailed-router pass | `3` |
| Worst Hold Depth | `1` |
| Crit Path Class | `reg -> reg` |
| R2r worst-path depth | `5` |
| CTS buffer count | `3` |
| H-tree depth | `1` |
| Top cells by area, synth | `dfrtp_1 (56%), xnor2_1 (13%), nand4_1 (6.1%)` |
| Clock power frac | `35.6%` |
| Place WS | `2.18 ns` |
| Reg area | `626 um^2` |
| Yosys cell count | `98` |
| Hold Startpoint | `counter[23]` |
| Chip area in the Yosys report | `1130 um^2` |
| RD Place Congestion | `0.788` |
| Max reg flops | `24` |
| Antenna violations before repair | `0` |
| Top cell area share | `55.6%` |
| Max VDD drop | `0.000100 V` |
| CTS Root Cell | `clkbuf_8` |
| GR Util met1 | `3.76%` |
| Number of I/O port buffers | `2` |
| #FFs+latches synth | `25` |
| Distinct cells, synth | `18` |
| Area grow syn2layout | `18.1%` |
| Vias per cell | `3.32` |
| Post-route ant nets | `0` |
| Total wire length | `1760 um` |
| Worst EP required | `4.25 ns` |
| Final setup TNS | `0 ns` |
| Sequential area share after synthesis | `55.6%` |
| Max cap viols | `0` |
| DR iter-0 viols | `5` |
| Reported net switching power | `0.0748 mW` |
| Unrepaired setup endpoints after global routing | `false` |
| Final hold vios | `0` |
| Hold Crit Class | `reg -> reg` |
| Part of the power in registers | `62.8%` |
| F_max | `520 MHz` |
| Share of cells above drive strength 1 | `6.67%` |
| GR peak layer | `met2` |
| Fin area | `1330 um^2` |
| CP endpoint kind | `register` |
| Worst r2r dst | `counter[16]` |
| Synth area leader | `dfrtp_1` |
| Final clock skew | `0.00131 ns` |
| Final Non-Filler Cells | `210` |
| DIE AREA | `12300 um^2` |
| GR met3 Demand/Resource | `0.164%` |
| FILL cells | `890` |
| Diodes inserted | `0` |
| First-pass GRT wire length | `2980 um` |
| Final min period | `1.92 ns` |
| Slowest CP cell | `nor3_1` |
| Vias in the first global route | `682` |
synthesized netlist by cell type:
master / number
nor3_1: 3
nand2_1: 6
ha_1: 2
nor4_4: 1
inv_1: 5
or4_4: 1
dfrtp_1: 25
and4_1: 1
xnor2_1: 17
nand4_1: 11
xor2_1: 5
and2_1: 2
nand2b_1: 1
nor4_1: 4
nor4b_1: 1
nor2_1: 7
nand3_1: 5
nand4_2: 1
cell type report:
| class | count | area share [%] |
|---|---|---|
| repair buffers | 3 | 2.07 |
| multi-input cells | 68 | 36.2 |
| clock buffers | 4 | 3.39 |
| inverters | 5 | 1.41 |
| well taps | 105 | 9.88 |
| flip-flops and latches | 25 | 47.0 |
worst max-delay path, delay by kind of cell, from the launching register on:
family | cells | cell delay, ns
DFF | 1 | 0.40
and+or+nand+nor | 3 | 1.04
adders and majority gates | 1 | 0.20
xor gates and xnor gates | 1 | 0.17
routing by layer:
metal,routed length (um),vias to the layer above
li1,-,358
met1,933,334
met2,781,4
met3,13,2
met4,35,0
met5,0,-
cell families after synthesis:
logic type | after synthesis | share of synthesized area [%]
buf+inv | 5 | 1.67
fa+ha+maj | 2 | 2.22
xor+xnor | 22 | 17.1
simple gates | 44 | 23.4
flops | 25 | 55.6
how the worst max path moves through the flow:
stage,depth (start not counted),start,endpoint,slack (ns)
finish,5,counter[1],counter[16],2.18
CTS,5,counter[1],counter[16],2.14
global route,5,counter[0],counter[16],2.00
power groups by stage:
stage	sequential, mW	clock [mW]	combinational (mW)
CTS	0.246	0.146	0.00663
global route	0.246	0.159	0.00758
finish	0.246	0.139	0.00613
cell usage in the layout, fill, tap and decap left out, types with 2 or more instances in the layout:
master,n
nor3_1,3
nor4_1,4
nor2_1,7
ha_1,2
clkdlybuf4s50_1,2
nand2_1,6
xor2_1,5
nand4_1,11
xnor2_1,17
dfrtp_1,25
clkbuf_8,3
inv_1,5
and2_1,2
nand3_1,5
Power is estimated from default activity; no workload was simulated.
